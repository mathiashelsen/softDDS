File: design.v
module sin_lut_8x8( clk, addr, data );
parameter INPUT_WIDTH	= 8;
parameter OUTPUT_WIDTH	= 8;
input                           clk;
input   [INPUT_WIDTH-1 : 0]     addr;
output reg     [OUTPUT_WIDTH-1 : 0]    data;
reg     [OUTPUT_WIDTH-1 : 0]    lut [2**INPUT_WIDTH-1 : 0];
initial begin
	lut[0]		=	8'b0;
	lut[1]		=	8'b10;
	lut[2]		=	8'b11;
	lut[3]		=	8'b101;
	lut[4]		=	8'b110;
	lut[5]		=	8'b1000;
	lut[6]		=	8'b1001;
	lut[7]		=	8'b1011;
	lut[8]		=	8'b1101;
	lut[9]		=	8'b1110;
	lut[10]		=	8'b10000;
	lut[11]		=	8'b10001;
	lut[12]		=	8'b10011;
	lut[13]		=	8'b10100;
	lut[14]		=	8'b10110;
	lut[15]		=	8'b11000;
	lut[16]		=	8'b11001;
	lut[17]		=	8'b11011;
	lut[18]		=	8'b11100;
	lut[19]		=	8'b11110;
	lut[20]		=	8'b11111;
	lut[21]		=	8'b100001;
	lut[22]		=	8'b100010;
	lut[23]		=	8'b100100;
	lut[24]		=	8'b100110;
	lut[25]		=	8'b100111;
	lut[26]		=	8'b101001;
	lut[27]		=	8'b101010;
	lut[28]		=	8'b101100;
	lut[29]		=	8'b101101;
	lut[30]		=	8'b101111;
	lut[31]		=	8'b110000;
	lut[32]		=	8'b110010;
	lut[33]		=	8'b110011;
	lut[34]		=	8'b110101;
	lut[35]		=	8'b110111;
	lut[36]		=	8'b111000;
	lut[37]		=	8'b111010;
	lut[38]		=	8'b111011;
	lut[39]		=	8'b111101;
	lut[40]		=	8'b111110;
	lut[41]		=	8'b1000000;
	lut[42]		=	8'b1000001;
	lut[43]		=	8'b1000011;
	lut[44]		=	8'b1000100;
	lut[45]		=	8'b1000110;
	lut[46]		=	8'b1000111;
	lut[47]		=	8'b1001001;
	lut[48]		=	8'b1001010;
	lut[49]		=	8'b1001100;
	lut[50]		=	8'b1001101;
	lut[51]		=	8'b1001111;
	lut[52]		=	8'b1010000;
	lut[53]		=	8'b1010010;
	lut[54]		=	8'b1010011;
	lut[55]		=	8'b1010101;
	lut[56]		=	8'b1010110;
	lut[57]		=	8'b1011000;
	lut[58]		=	8'b1011001;
	lut[59]		=	8'b1011011;
	lut[60]		=	8'b1011100;
	lut[61]		=	8'b1011110;
	lut[62]		=	8'b1011111;
	lut[63]		=	8'b1100000;
	lut[64]		=	8'b1100010;
	lut[65]		=	8'b1100011;
	lut[66]		=	8'b1100101;
	lut[67]		=	8'b1100110;
	lut[68]		=	8'b1101000;
	lut[69]		=	8'b1101001;
	lut[70]		=	8'b1101011;
	lut[71]		=	8'b1101100;
	lut[72]		=	8'b1101101;
	lut[73]		=	8'b1101111;
	lut[74]		=	8'b1110000;
	lut[75]		=	8'b1110010;
	lut[76]		=	8'b1110011;
	lut[77]		=	8'b1110100;
	lut[78]		=	8'b1110110;
	lut[79]		=	8'b1110111;
	lut[80]		=	8'b1111001;
	lut[81]		=	8'b1111010;
	lut[82]		=	8'b1111011;
	lut[83]		=	8'b1111101;
	lut[84]		=	8'b1111110;
	lut[85]		=	8'b1111111;
	lut[86]		=	8'b10000001;
	lut[87]		=	8'b10000010;
	lut[88]		=	8'b10000100;
	lut[89]		=	8'b10000101;
	lut[90]		=	8'b10000110;
	lut[91]		=	8'b10001000;
	lut[92]		=	8'b10001001;
	lut[93]		=	8'b10001010;
	lut[94]		=	8'b10001100;
	lut[95]		=	8'b10001101;
	lut[96]		=	8'b10001110;
	lut[97]		=	8'b10001111;
	lut[98]		=	8'b10010001;
	lut[99]		=	8'b10010010;
	lut[100]		=	8'b10010011;
	lut[101]		=	8'b10010101;
	lut[102]		=	8'b10010110;
	lut[103]		=	8'b10010111;
	lut[104]		=	8'b10011000;
	lut[105]		=	8'b10011010;
	lut[106]		=	8'b10011011;
	lut[107]		=	8'b10011100;
	lut[108]		=	8'b10011101;
	lut[109]		=	8'b10011111;
	lut[110]		=	8'b10100000;
	lut[111]		=	8'b10100001;
	lut[112]		=	8'b10100010;
	lut[113]		=	8'b10100100;
	lut[114]		=	8'b10100101;
	lut[115]		=	8'b10100110;
	lut[116]		=	8'b10100111;
	lut[117]		=	8'b10101000;
	lut[118]		=	8'b10101001;
	lut[119]		=	8'b10101011;
	lut[120]		=	8'b10101100;
	lut[121]		=	8'b10101101;
	lut[122]		=	8'b10101110;
	lut[123]		=	8'b10101111;
	lut[124]		=	8'b10110000;
	lut[125]		=	8'b10110010;
	lut[126]		=	8'b10110011;
	lut[127]		=	8'b10110100;
	lut[128]		=	8'b10110101;
	lut[129]		=	8'b10110110;
	lut[130]		=	8'b10110111;
	lut[131]		=	8'b10111000;
	lut[132]		=	8'b10111001;
	lut[133]		=	8'b10111010;
	lut[134]		=	8'b10111011;
	lut[135]		=	8'b10111100;
	lut[136]		=	8'b10111110;
	lut[137]		=	8'b10111111;
	lut[138]		=	8'b11000000;
	lut[139]		=	8'b11000001;
	lut[140]		=	8'b11000010;
	lut[141]		=	8'b11000011;
	lut[142]		=	8'b11000100;
	lut[143]		=	8'b11000101;
	lut[144]		=	8'b11000110;
	lut[145]		=	8'b11000111;
	lut[146]		=	8'b11001000;
	lut[147]		=	8'b11001001;
	lut[148]		=	8'b11001010;
	lut[149]		=	8'b11001011;
	lut[150]		=	8'b11001011;
	lut[151]		=	8'b11001100;
	lut[152]		=	8'b11001101;
	lut[153]		=	8'b11001110;
	lut[154]		=	8'b11001111;
	lut[155]		=	8'b11010000;
	lut[156]		=	8'b11010001;
	lut[157]		=	8'b11010010;
	lut[158]		=	8'b11010011;
	lut[159]		=	8'b11010100;
	lut[160]		=	8'b11010101;
	lut[161]		=	8'b11010101;
	lut[162]		=	8'b11010110;
	lut[163]		=	8'b11010111;
	lut[164]		=	8'b11011000;
	lut[165]		=	8'b11011001;
	lut[166]		=	8'b11011010;
	lut[167]		=	8'b11011010;
	lut[168]		=	8'b11011011;
	lut[169]		=	8'b11011100;
	lut[170]		=	8'b11011101;
	lut[171]		=	8'b11011110;
	lut[172]		=	8'b11011110;
	lut[173]		=	8'b11011111;
	lut[174]		=	8'b11100000;
	lut[175]		=	8'b11100001;
	lut[176]		=	8'b11100001;
	lut[177]		=	8'b11100010;
	lut[178]		=	8'b11100011;
	lut[179]		=	8'b11100100;
	lut[180]		=	8'b11100100;
	lut[181]		=	8'b11100101;
	lut[182]		=	8'b11100110;
	lut[183]		=	8'b11100110;
	lut[184]		=	8'b11100111;
	lut[185]		=	8'b11101000;
	lut[186]		=	8'b11101000;
	lut[187]		=	8'b11101001;
	lut[188]		=	8'b11101010;
	lut[189]		=	8'b11101010;
	lut[190]		=	8'b11101011;
	lut[191]		=	8'b11101011;
	lut[192]		=	8'b11101100;
	lut[193]		=	8'b11101101;
	lut[194]		=	8'b11101101;
	lut[195]		=	8'b11101110;
	lut[196]		=	8'b11101110;
	lut[197]		=	8'b11101111;
	lut[198]		=	8'b11101111;
	lut[199]		=	8'b11110000;
	lut[200]		=	8'b11110001;
	lut[201]		=	8'b11110001;
	lut[202]		=	8'b11110010;
	lut[203]		=	8'b11110010;
	lut[204]		=	8'b11110011;
	lut[205]		=	8'b11110011;
	lut[206]		=	8'b11110011;
	lut[207]		=	8'b11110100;
	lut[208]		=	8'b11110100;
	lut[209]		=	8'b11110101;
	lut[210]		=	8'b11110101;
	lut[211]		=	8'b11110110;
	lut[212]		=	8'b11110110;
	lut[213]		=	8'b11110111;
	lut[214]		=	8'b11110111;
	lut[215]		=	8'b11110111;
	lut[216]		=	8'b11111000;
	lut[217]		=	8'b11111000;
	lut[218]		=	8'b11111000;
	lut[219]		=	8'b11111001;
	lut[220]		=	8'b11111001;
	lut[221]		=	8'b11111001;
	lut[222]		=	8'b11111010;
	lut[223]		=	8'b11111010;
	lut[224]		=	8'b11111010;
	lut[225]		=	8'b11111011;
	lut[226]		=	8'b11111011;
	lut[227]		=	8'b11111011;
	lut[228]		=	8'b11111011;
	lut[229]		=	8'b11111100;
	lut[230]		=	8'b11111100;
	lut[231]		=	8'b11111100;
	lut[232]		=	8'b11111100;
	lut[233]		=	8'b11111101;
	lut[234]		=	8'b11111101;
	lut[235]		=	8'b11111101;
	lut[236]		=	8'b11111101;
	lut[237]		=	8'b11111101;
	lut[238]		=	8'b11111110;
	lut[239]		=	8'b11111110;
	lut[240]		=	8'b11111110;
	lut[241]		=	8'b11111110;
	lut[242]		=	8'b11111110;
	lut[243]		=	8'b11111110;
	lut[244]		=	8'b11111110;
	lut[245]		=	8'b11111111;
	lut[246]		=	8'b11111111;
	lut[247]		=	8'b11111111;
	lut[248]		=	8'b11111111;
	lut[249]		=	8'b11111111;
	lut[250]		=	8'b11111111;
	lut[251]		=	8'b11111111;
	lut[252]		=	8'b11111111;
	lut[253]		=	8'b11111111;
	lut[254]		=	8'b11111111;
	lut[255]		=	8'b11111111;
end
always @(posedge clk) begin
    data <= lut[addr];
end
endmodule
File: run.sh
#!/bin/bash
# OpenROAD 26Q1-2900-gdf79404cd8, Yosys 0.63+post, stock flow scripts
make -C /OpenROAD-flow-scripts/flow DESIGN_CONFIG=/design/flow/config.mk WORK_HOME=/design/flow/orfs finish
File: config.mk
export PLATFORM = sky130hd
export DESIGN_NAME = sin_lut_8x8
export DESIGN_NICKNAME = sin_lut_8x8
export VERILOG_FILES = /design/flow/design.v
export SDC_FILE = /design/flow/constraint.sdc
export NUM_CORES = 4
export LEC_CHECK = 1
export CORE_AREA = 10 10 112 112
export DIE_AREA = 0 0 122 122
File: constraint.sdc
current_design sin_lut_8x8

set clk_period 2.4
set clk_io_pct 0.2

create_clock -name clk0 -period $clk_period [get_ports {clk}]

set non_clock_inputs [all_inputs -no_clocks]
set_input_delay [expr $clk_period * $clk_io_pct] -clock clk0 $non_clock_inputs
set_output_delay [expr $clk_period * $clk_io_pct] -clock clk0 [all_outputs]
==> run summary <==
Status: finished, final reports clean
Fmax: 492 MHz
Final GP Congestion: 0.998
Yosys Chip Area: 2150 sq um
Root buffer cell: clkbuf_8
First-pass GRT wire length: 12.4 mm
Fa+ha+maj area frac: 0.0988
Post-CTS Setup Inserts: 0
Register area: 160 sq um
Cell Pwr Density: 291 nW/um^2
Crit-path slowest cell: a211o_1
WL final: 7.64 mm
Pin count of the biggest net entering global routing: 37
Leak Pwr: 1.15 nW
Routed vias: 2614
Core Footprint: 10200 sq um
Basic Gates by Area: 0.226
Clk pin slew, worst setup/hold paths: 0.05 ns
Top reg by flops: data
Syn Area/Cell: 7.01 sq um
Setup TNS: 0 ns
Met1 usage in global routing: 0.159
Number of flip-flops under the largest register name: 8
Fraction of registers with async set/reset: 0
#FFs+latches synth: 8
Max Cap Violations: 0
Top cells by area: ha_1, dfxtp_1, o21ai_0
Ys Warns: 1
GR peak layer: met1
CTS tree: done
Chip Area: 14900 sq um
Post-route ant nets: 0
Mux area share: 0.0970
Post-DP HPWL: 5.74 mm
Vias/cell: 5.36
Unique cell types: 64
DR iter-0 viols: 325
# fillers: 1056
Drt wl/cell: 15.7 microns
CP peak stage delay: 0.31 ns
Die Ht: 122 microns
Core Util at FP: 0.210
Total GRT Usage: 0.0994
VDD IR-drop max: 0.000142 V
Top logic family: AND-OR/OR-AND gates
Clk buf depth: 2
Crit end category: flop
Max Slew Vio Count: 0
Min Tclk post-route: 2.03 ns
Hold Path Class: in -> reg
Critical path class: in -> reg
Top Registers: data: 8 flops
Area growth syn-to-layout: 35.2%
DRC Markers: 0
N_diodes: 0
Pre-Repair DR Iteration Count: 5
Fraction of layout cells with a size suffix above 1: 0.295
Clk sinks: 8
Number of H-tree levels: 1
Hold slack: 0.873 ns
Mapped Area: 2150 sq um
CTS Hold Bufs: 0
Cells after Synth: 307
Fin util: 0.285
Vias in the first global route: 2310
GRT met3 Usage: 0.0146
Ports: 17
Logic area: 1840 sq um
Die W: 122 microns
Met2 global-route usage: 0.141
Total CTS buffers: 3
CP Max Fanout: 10
Crit path DRT: 2.54 ns
Crit share post-route: 0.847
Final setup violation count: 0
Fin cells: 488
Count of buffers from port buffering: 16
Ao+oa area frac: 0.395
Synth Flop Type: dfxtp_1
Slew @ Worst Pin: 0.439 ns
Critical Path Source Type: input pin
Row cnt: 37
Slew margin rel.: 0.704
Top cell area share: 0.0988
RSZ-0062 raised after global routing: false
DP Area: 2790 sq um
Post-synth seq share: 0.0744
Post-Place Cells: 485
Grt ovf: 0
OpenROAD warning count: 39
Crit path arrival time: 2.17 ns
XOR Share, Synth: 0.00407
Yosys stat cell total: 307
Cell accounting for the most synthesized area: ha_1
EDFF count, synth: 0
Worst-path cell chain: buf_2 -> inv_2 -> ha_1 -> nor2_1 -> o21ai_0 -> a211o_1 -> a21oi_1 -> a221oi_2 -> buf_4
Initial antenna violation count: 0
Cell area after layout: 2910 sq um
Final Hold Fails: 0
==> where the power goes <==
part,switching (mW),internal [mW],leakage (nW)
combinational,0.269,0.255,1.06
sequential,0.00476,0.150,0.0674
clock,0.0590,0.109,0.0216
==> timing repair <==
action                     CTS  global route
pin swaps                    0             3
hold endpoints to repair     0             0
setup endpoints to repair    2             4
resized                      2            22
==> cell usage after synthesis, types with 2 or more instances <==
cell	number
a311oi_1	4
nor2b_1	7
inv_1	9
o22ai_1	4
a221oi_1	2
o21a_1	3
nand2_1	24
nor3_1	7
buf_1	5
nand4_1	3
nand3_1	8
mux2_2	2
a2111oi_0	3
and3_1	2
ha_1	17
o311ai_0	2
buf_6	2
o32ai_1	2
buf_4	5
or2_1	2
a22oi_1	2
or2_2	2
nor2_1	17
o21ai_0	29
a211oi_1	6
nand2b_1	12
dfxtp_1	8
a31oi_1	9
o221ai_1	3
a21boi_0	3
a21o_1	2
a211o_1	6
a2111oi_2	2
clkbuf_1	12
a21oi_1	27
mux2i_1	6
o211ai_1	5
buf_2	12
mux4_2	5
o31ai_1	2
==> final timing paths <==
kind,from,endpoint,slack [ns],depth (start not counted)
worst max-delay path,addr[2],data[0],0.37,9
worst min-delay path,addr[4],data[1],0.87,4
==> cell type report <==
class	instances	area share
multi-input combinational	252	0.633
timing repair buffer	78	0.226
tap	136	0.0584
sequential	8	0.0550
clock buffer	3	0.0142
inverter	11	0.0142
==> worst max-delay path, delay by kind of cell <==
kind / cells / cell delay [ns]
compound gates: 4 / 0.70
buf+inv: 3 / 0.55
fa+ha+maj: 1 / 0.27
simple gates: 1 / 0.16
==> layer usage <==
layer | vias to the layer above | wire length [microns]
met1 | 1203 | 3700
li1 | 1253 | -
met3 | 12 | 714
met4 | 0 | 80
met5 | - | 0
met2 | 146 | 3150
==> cells by family after synthesis <==
| logic type | after synthesis |
|---|---|
| flip-flops | 8 |
| AND/OR/NAND/NOR | 94 |
| adder cells (fa/ha/maj) | 17 |
| buffers and inverters | 47 |
| XOR/XNOR | 1 |
| AND-OR/OR-AND | 126 |
| multiplexers | 14 |
==> cell usage in the layout, fill, tap and decap left out, types with 4 or more instances in the layout <==
cell / synthesis / final
o211ai_1: 5 / 5
nor2b_1: 7 / 5
nand3_1: 8 / 8
nand2_1: 24 / 24
a211o_1: 6 / 6
a211oi_1: 6 / 6
nor2_1: 17 / 17
o21ai_0: 29 / 27
o22ai_1: 4 / 4
inv_1: 9 / 7
a31oi_1: 9 / 9
mux2i_1: 6 / 6
ha_1: 17 / 11
buf_4: 5 / 58
nand2b_1: 12 / 11
a21oi_1: 27 / 27
ha_2: 0 / 5
nor3_1: 7 / 7
mux4_2: 5 / 5
dfxtp_1: 8 / 8
clkdlybuf4s50_1: 0 / 11
==> through the flow <==
stage / setup slack (ns) / total power, mW
floorplan: 0.0169 / 0.450
global placement: -0.295 / 0.654
detailed placement: -0.320 / 0.651
CTS: 0.0269 / 0.827
global route: 0.298 / 0.904
finish: 0.367 / 0.847
No activity file was given, so power comes from the tool's default toggle rates.
